File: design/flow/run.sh
#!/bin/bash
# OpenROAD 26Q1-2900-gdf79404cd8, Yosys 0.63+post, stock flow scripts
make -C /OpenROAD-flow-scripts/flow DESIGN_CONFIG=/design/flow/config.mk WORK_HOME=/design/flow/orfs finish
File: design/flow/config.mk
export PLATFORM = sky130hd
export DESIGN_NAME = traffic_light_controller
export DESIGN_NICKNAME = traffic_light_controller
export VERILOG_FILES = /design/flow/design.v
export SDC_FILE = /design/flow/constraint.sdc
export NUM_CORES = 4
export LEC_CHECK = 1
export CORE_UTILIZATION = 40
export SYNTH_HDL_FRONTEND = slang
File: design/flow/constraint.sdc
current_design traffic_light_controller

set clk_period 3.9
set clk_io_pct 0.2

create_clock -name clk0 -period $clk_period [get_ports {clk}]

set non_clock_inputs [all_inputs -no_clocks]
set_input_delay [expr $clk_period * $clk_io_pct] -clock clk0 $non_clock_inputs
set_output_delay [expr $clk_period * $clk_io_pct] -clock clk0 [all_outputs]
File: design/flow/design.v
package light_package;
typedef enum logic[1:0] {red,yellow,green} colors;
endpackage
import light_package ::*;            
module traffic_light_controller(
  input clk, reset, e_str_sensor, w_str_sensor, e_left_sensor, 
        w_left_sensor, ns_sensor,              
  output colors e_str_light, w_str_light, e_left_light, w_left_light, ns_light);      
  logic s, sb, e, eb, w, wb, l, lb, n, nb;	  
  assign s  = e_str_sensor || w_str_sensor;					  
  assign sb = e_left_sensor || w_left_sensor || ns_sensor;			      
  assign e = e_str_sensor || e_left_sensor;
  assign eb = w_str_sensor || w_left_sensor || ns_sensor;
  assign w = w_str_sensor || w_left_sensor;
  assign wb = ns_sensor || e_str_sensor || e_left_sensor;
  assign l = e_left_sensor || w_left_sensor;
  assign lb = e_str_sensor || w_str_sensor || ns_sensor;
  assign n = ns_sensor;
  assign nb = e_str_sensor || e_left_sensor || w_str_sensor || w_left_sensor;
  typedef enum {GRRRR, YRRRR, ZRRRR, HRRRR, 	            
  	            RGRRR, RYRRR, RZRRR, RHRRR, 			    
	            RRGRR, RRYRR, RRZRR, RRHRR,				    
	            RRRGR, RRRYR, RRRZR, RRRHR, 			    
	            RRRRG, RRRRY, RRRRZ, RRRRH} tlc_states;     
	tlc_states    present_state, next_state;
	integer ctr5, next_ctr5,        
			ctr10, next_ctr10;      
  always_ff @(posedge clk)
	if(reset) begin
	  present_state <= RRRRH;
	  ctr5          <= 0;
	  ctr10         <= 0;
	end  
	else begin
	  present_state <= next_state;
	  ctr5          <= next_ctr5;
	  ctr10         <= next_ctr10;
	end  
  always_comb begin
	next_state = RRRRH;                             
	next_ctr5  = 0; 							    
	next_ctr10 = 0;
	case(present_state)
	  GRRRR: begin                                  
	  	if(ctr10 == 9) next_state = YRRRR;    					    
	  	else if(ctr5 == 4 ) next_state = YRRRR;				    
		else begin								    
			next_state = GRRRR;
			if(!s || ctr5 > 0) next_ctr5  = ctr5+1;			                        
			if(s && sb || ctr10 > 0) next_ctr10 = ctr10+1;					    
	    end
	  end
	  YRRRR: next_state = ZRRRR;
	  ZRRRR: next_state = HRRRR;
	  HRRRR: begin                                   
	    if (e)
		  next_state = RGRRR;	                          
		else if (w)
		  next_state = RRGRR;							  
		else if (l)
		  next_state = RRRGR;							  
		else if (n)
		  next_state = RRRRG;							  
        else if (s)
		  next_state = GRRRR;
		else
		  next_state = HRRRR;	   
      end
	  RGRRR: begin 		                                  
		if(ctr10 == 9) next_state = RYRRR;    					    
	  	else if(ctr5 == 4 ) next_state = RYRRR;				    
		else begin								    
			next_state = RGRRR;
			if(!e || ctr5 > 0) next_ctr5  = ctr5+1;			                        
			if(e && eb || ctr10 > 0) next_ctr10 = ctr10+1;					    
	    end 
	  end
	  RYRRR: next_state = RZRRR;
	  RZRRR: next_state = RHRRR;
	  RHRRR: begin
			if(w)
				next_state = RRGRR;
			else if(l)
				next_state = RRRGR;
			else if(n)
				next_state = RRRRG;
			else if(s)
				next_state = GRRRR;
			else if(e)
				next_state = RGRRR;
			else
				next_state = RHRRR;
      end
	  RRGRR: begin 
		if(ctr10 == 9) next_state = RRYRR;    					    
	  	else if(ctr5 == 4 ) next_state = RRYRR;				    
		else begin								    
			next_state = RRGRR;
			if(!w || ctr5 > 0) next_ctr5  = ctr5+1;			                        
			if(w && wb || ctr10 > 0) next_ctr10 = ctr10+1;					    
	    end
	  end
	  RRYRR: next_state = RRZRR;
	  RRZRR: next_state = RRHRR;
	  RRHRR: begin
		if(l)
			next_state = RRRGR;
		else if(n)
			next_state = RRRRG;
		else if(s)
			next_state = GRRRR;
		else if(e)
			next_state = RGRRR;
		else if(w)
			next_state = RRGRR;
		else
			next_state = RRHRR;
	  end
	  RRRGR: begin
		if(ctr10 == 9) next_state = RRRYR;    					    
	  	else if(ctr5 == 4 ) next_state = RRRYR;				    
		else begin								    
			next_state = RRRGR;
			if(!l || ctr5 > 0) next_ctr5  = ctr5+1;			                        
			if(l && lb || ctr10 > 0) next_ctr10 = ctr10+1;					    
	    end
	  end
	  RRRYR: next_state = RRRZR;
	  RRRZR: next_state = RRRHR;
	  RRRHR: begin
		if(n)
			next_state = RRRRG;
		else if(s)
			next_state = GRRRR;
		else if(e)
			next_state = RGRRR;
		else if(w)
			next_state = RRGRR;
		else if(l)
			next_state = RRRGR;
		else
			next_state = RRRHR;
	  end
	  RRRRG: begin
		if(ctr10 == 9) next_state = RRRRY;    					    
	  	else if(ctr5 == 4 ) next_state = RRRRY;				    
		else begin								    
			next_state = RRRRG;
			if(!n || ctr5 > 0) next_ctr5  = ctr5+1;			                        
			if(n && nb || ctr10 > 0) next_ctr10 = ctr10+1;					    
	    end
	  end
	  RRRRY: next_state = RRRRZ;
	  RRRRZ: next_state = RRRRH;
	  RRRRH: begin
		if(s)
			next_state = GRRRR;
		else if(e)
			next_state = RGRRR;
		else if(w)
			next_state = RRGRR;
		else if(l)
			next_state = RRRGR;
		else if(n)
			next_state = RRRRG;
		else
			next_state = RRRRH;
	  end
    endcase
  end
	always_comb begin
	  e_str_light  = red;                 
	  w_str_light  = red;				  
	  e_left_light = red;
	  w_left_light = red;
	  ns_light     = red;
	  case(present_state)       
		GRRRR: begin 
			e_str_light = green;
			w_str_light = green;
		end
		YRRRR,ZRRRR: begin
			e_str_light = yellow;
			w_str_light = yellow;
		end
		RGRRR: begin
			e_str_light = green;
			e_left_light = green;
		end
		RYRRR,RZRRR: begin
			e_str_light = yellow;
			e_left_light = yellow;
		end
		RRGRR: begin
			w_str_light = green;
			w_left_light = green;
		end
		RRYRR,RRZRR: begin
			w_str_light = yellow;
			w_left_light = yellow;
		end
		RRRGR: begin
			e_left_light = green;
			w_left_light = green;
		end
		RRRYR,RRRZR: begin
			e_left_light = yellow;
			w_left_light = yellow;
		end
		RRRRG: begin
			ns_light = green;
		end
		RRRRY,RRRRZ: begin
			ns_light = yellow;
		end
      endcase
end
endmodule
==> flow_metrics.tcl <==
# yosys + openroad results
set metrics [dict create \
    run_status "finished clean" \
    clkLatencyLatePin_ns 0.36 \
    powerDensity_mw_per_mm2 378 \
    finalSetupViolCount 0 \
    drtIter0Drc 100 \
    antenna_found_initial 0 \
    clockBufferDepth 2 \
    ff2ff_path_depth 6 \
    crit_slowest_cell "clkdlybuf4s50_1" \
    grt.overflow.total 0 \
    areaGrowthSynthToFinish_pct 12.4 \
    fin_setup_tns_ns 0 \
    worstMarginPinSlew_ns 0.800 \
    crit_required_ns 4.14 \
    initial_core_util 0.410 \
    grtUsageTotal 0.161 \
    diodes 0 \
    grt_pass1_vias 2819 \
    ys_seq_elements 84 \
    ios 17 \
    die_y_um 102 \
    hold_path_depth 1 \
    ant_nets 0 \
    async_flop_share 0 \
    crit_family "buffers and inverters" \
    synth_cell_types 43 \
    core_area_sq_mm 0.00973 \
    die_width_um 102 \
    reg2reg_to "ctr10[19]" \
    drc 0 \
    num_rows 36 \
    yosys_warnings 0 \
    path_max_fanout 32 \
    syn_inst 473 \
    hp-class "register to register" \
    crit_type "primary input to register" \
    rsz0062_at_grt "false" \
    hold_buffers 0 \
    reg2reg_from "ctr10[17]" \
    crit_arrival_ns 3.03 \
    drt-total-wl_mm 7.71 \
    post-route-period-util 0.717 \
    cap_violations 0 \
    grt_max_degree 33 \
    peakVddDrop_uv 253 \
    fp.dieArea_sq_mm 0.0104 \
    cts_setup_buffers 0 \
    fmax_mhz 358 \
    ys_cells 473 \
    dr.pass1.iters 4 \
    num_vias 3177 \
    drive_gt1_frac 0.0571 \
    cpPeakStageDelay_ns 0.58 \
    vias_per_cell 5.10 \
    wl_per_cell_um 12.4 \
    cp_num_buf_inv 2 \
    nFillCells 945 \
    dp_hpwl_mm 5.28 \
    syn_area_sq_mm 0.00399 \
    clkTransAtPathRegs_ns 0.08 \
    grt_pass1_wl_mm 13.1 \
    endpoint_kind "register" \
    finClkSkew_ns 0.00730 \
    rrSetupSlack_ns 1.70 \
    leakage_nw 1.55 \
    fin_util 0.461 \
    layout_min_cycle_time_ns 2.79 \
    cts_buffers 9 \
    hold_path_end "present_state[0]" \
    drv_slew 0 \
    tool_warnings 28 \
    gp_congestion 0.907 \
    synth.avg_cell_area_sq_um 8.44 \
    hold_viol_final 0 \
    cp.depth 7 \
    hp-start "present_state[7]" \
    crit_chain "clkdlybuf4s50_1 > or4_4 > and3_1 > a211o_1 > o211ai_4 > buf_4 > nor2_1" \
    htree_levels 3 \
    clockRootBuffer "clkbuf_8" \
    maxSlewHeadroom 0.462 \
    edf_count 0 \
    synthFlopType "dfxtp_1" \
    cts_resized 0 \
    io_buffers 16 \
    ys_area_sq_mm 0.00399 \
    cp-start-kind "primary input" \
    ys_seq_frac 0.421 \
    cts.sinks 84 \
    cts_tree "built" \
]
==> registers in the layout, summed over array words and instances (netlist names) <==
register       count
ctr10             32
ctr5              32
present_state     20
==> metal layers <==
layer	wire, um	global-route usage	vias to the layer above
li1	-	-	1664
met1	4010	0.246	1471
met2	3290	0.242	34
met3	330	0.0438	8
met4	79	0.0198	0
met5	0	0	-
==> worst max-delay path by stage <==
stage	start	end	slack, ns
after CTS	w_str_sensor	ctr10[14]	1.12
after global routing	w_str_sensor	ctr10[3]	1.01
final	w_str_sensor	ctr10[19]	1.11
==> worst reg2reg max path, delay by kind of cell, from the launching register on <==
family                 cells  cell delay, ns
AOI/OAI and AO/OA          2            0.67
and+or+nand+nor            3            0.70
buffers and inverters      1            0.34
DFF                        1            0.37
==> cells in the final DEF, fill, tap and decap left out, types with 2 or more instances in the layout <==
master	count
or2_2	3
clkinv_4	2
clkbuf_8	11
inv_1	16
a211o_1	2
nor2b_1	8
nand3_1	33
nor3_1	7
ha_1	5
and2_1	5
nor4_2	3
buf_4	3
bufinv_16	3
nand4_1	27
xnor2_1	10
o21ai_0	11
o22ai_1	3
nor4_1	19
clkdlybuf4s50_1	16
nand2b_1	4
or3_1	3
dfxtp_1	84
xor2_1	50
and4_1	9
nand2_1	32
nor2_1	83
a21oi_1	9
and3_1	13
==> metrics by stage <==
stage / power [mW] / hold WS, ns / cells / worst slack (ns) / instance area [sq um]
final: 1.70 / 0.464 / 623 / 1.11 / 4490
after global routing: 1.76 / 0.483 / 623 / 1.01 / 4490
after CTS: 1.72 / 0.466 / 623 / 1.12 / 4490
after detailed placement: 0.947 / 0.451 / 607 / 0.744 / 4230
after global placement: 0.947 / 0.440 / 607 / 0.792 / 4230
after floorplan: 0.927 / 0.410 / 473 / 1.49 / 3990
==> Yosys cell counts (2+ instances only) <==
master	n	area [sq um]
dfxtp_1	84	1680
nor2_1	83	312
xor2_1	50	438
nand3_1	33	165
nand2_1	32	120
nand4_1	27	169
nor4_1	19	119
inv_1	16	60.1
and3_1	13	81.3
o21ai_0	11	55.1
xnor2_1	10	87.6
a21oi_1	9	45.0
and4_1	9	78.8
clkbuf_1	9	33.8
nor2b_1	8	50.1
nor3_1	7	35.0
and2_1	5	31.3
ha_1	5	62.6
buf_6	4	45.0
nand2b_1	4	25.0
buf_4	3	22.5
nor4_2	3	37.5
o22ai_1	3	18.8
or2_2	3	18.8
or3_1	3	18.8
a211o_1	2	17.5
buf_2	2	10.0
==> report_power, final <==
part	internal [mW]	switching (mW)
clock network	0.462	0.307
logic	0.0267	0.0329
registers	0.860	0.00613
==> area by class of cell <==
type / count / area [sq um] / area share
flip-flops and latches: 84 / 1680 / 0.375
clock inverters: 5 / 108 / 0.0240
well taps: 133 / 166 / 0.0371
multi-input cells: 355 / 2140 / 0.477
inverters: 16 / 60.1 / 0.0134
clock buffers: 11 / 151 / 0.0337
repair buffers: 19 / 183 / 0.0407
==> logic make-up after synthesis <==
kind of cell | synth area share
AND/OR/NAND/NOR | 0.328
flip-flops | 0.421
XOR/XNOR | 0.132
AND-OR/OR-AND | 0.0608
buffers and inverters | 0.0429
adder cells (fa/ha/maj) | 0.0157
Power is estimated from default activity; no workload was simulated.
